===== design/flow/config.mk =====
export PLATFORM = sky130hd
export DESIGN_NAME = Main
export DESIGN_NICKNAME = Main
export VERILOG_FILES = /design/flow/design.v
export SDC_FILE = /design/flow/constraint.sdc
export NUM_CORES = 4
export LEC_CHECK = 1
export CORE_UTILIZATION = 30

===== design/flow/constraint.sdc =====
current_design Main

set clk_period 3.0
set clk_io_pct 0.2

create_clock -name clk0 -period $clk_period [get_ports {clock}]

set non_clock_inputs [all_inputs -no_clocks]
set_input_delay [expr $clk_period * $clk_io_pct] -clock clk0 $non_clock_inputs
set_output_delay [expr $clk_period * $clk_io_pct] -clock clk0 [all_outputs]

===== design/flow/design.v =====
`timescale 1ns / 1ps
module BCD(
    input wire up,down,set9,set0,
    input wire clock,
    output reg [3:0] A,
    output wire cout,bout
    );
    assign cout = (A == 4'b1001 && up)? 1:0;
    assign bout = (A == 4'b0000 && down)? 1:0;
    always @(posedge clock) begin
        if(up) begin
            if(A == 4'b1001) begin
                A <= 0;
            end else begin
                A <= A + 1;
            end
        end else if(down) begin
            if(A == 4'b0000) begin
                A <= 4'b1001;
            end else begin
                A <= A - 1;
            end
        end else if(set9) begin
            A <= 4'b1001;
        end else if(set0) begin
            A <= 4'b0000;
        end
    end
endmodule
`timescale 1ns / 1ps
module DFF(
    input wire P,
    input wire clock,
    output reg Z
    );
    always @(posedge clock) begin
        Z <= P;
    end
endmodule
`timescale 1ns / 1ps
module Deboucer(
    input wire P,
    input wire clock,
    output reg Z
    );
    reg [20:0] count;
    always @(posedge clock) begin
        count <= count + 1;
        if(count == 0) begin
            Z <= P;
        end
    end
endmodule
`timescale 1ns / 1ps
module Encoder(
    input wire [3:0] A,
    output wire [6:0] Z 
    );
    assign Z = (A == 4'b0000) ? 7'b0000001 :
            (A == 4'b0001) ? 7'b1001111 :
            (A == 4'b0010) ? 7'b0010010 :
            (A == 4'b0011) ? 7'b0000110 :
            (A == 4'b0100) ? 7'b1001100 :
            (A == 4'b0101) ? 7'b0100100 :
            (A == 4'b0110) ? 7'b0100000 :
            (A == 4'b0111) ? 7'b0001101 :
            (A == 4'b1000) ? 7'b0000000 :
            (A == 4'b1001) ? 7'b0000100 :
            (A == 4'b1010) ? 7'b0001000 :
            (A == 4'b1011) ? 7'b1100000 :
            (A == 4'b1100) ? 7'b0110001 :
            (A == 4'b1101) ? 7'b1000010 :
            (A == 4'b1110) ? 7'b0110000 :
            7'b0111000;
endmodule
`timescale 1ns / 1ps
module InputBuffer(
    input wire P,
    input wire clock,
    output wire Z
    );
    wire s0,s1,s2;
    DFF u0(P,clock,s0);
    DFF u1(s0,clock,s1);
    Deboucer u2(s1,clock,s2);
    Single_Pulser u3(s2,clock,Z);
endmodule
`timescale 1ns / 1ps
module Main(
    input wire [3:0] up,down,
    input wire set9,reset,
    input wire clock,
    output wire [3:0] An,
    output wire [6:0] C_LED
    );
    wire Up[3:0],Down[3:0];
    wire Set9,Reset;
    wire [3:0] sup,sdn;
    wire Cout[3:0],Bout[3:0];
    wire [3:0] A,B,C,D;
    InputBuffer i0(up[0],clock,Up[0]);
    InputBuffer i1(up[1],clock,Up[1]);
    InputBuffer i2(up[2],clock,Up[2]);
    InputBuffer i3(up[3],clock,Up[3]);
    InputBuffer i4(down[0],clock,Down[0]);
    InputBuffer i5(down[1],clock,Down[1]);
    InputBuffer i6(down[2],clock,Down[2]);
    InputBuffer i7(down[3],clock,Down[3]);
    InputBuffer i8(set9,clock,Set9);
    InputBuffer i9(reset,clock,Reset);
    assign sup[0] = (((A!=9)|| (B!=9) || (C!=9) || (D!=9)) && Up[0])? 1:0;
    assign sup[1] = (((B!=9) || (C!=9) || (D!=9)) && (Up[1] || Cout[0]))? 1:0;
    assign sup[2] = (((C!=9) || (D!=9)) && (Up[2] || Cout[1]))? 1:0;
    assign sup[3] = ((D!=9) && (Up[3] || Cout[2]))? 1:0;
    assign sdn[0] = (((A!=0) || (B!=0) || (C!=0) || (D!=0)) && Down[0])? 1:0;
    assign sdn[1] = (((B!=0) || (C!=0) || (D!=0)) && (Down[1] || Bout[0]))? 1:0;
    assign sdn[2] = (((C!=0) || (D!=0)) && (Down[2] || Bout[1]))? 1:0;
    assign sdn[3] = ((D!=0) && (Down[3] || Bout[2]))? 1:0;
    BCD u0(sup[0],sdn[0],Set9,Reset,clock,A,Cout[0],Bout[0]);
    BCD u1(sup[1],sdn[1],Set9,Reset,clock,B,Cout[1],Bout[1]);
    BCD u2(sup[2],sdn[2],Set9,Reset,clock,C,Cout[2],Bout[2]);
    BCD u3(sup[3],sdn[3],Set9,Reset,clock,D,Cout[3],Bout[3]);
    SevenSegment o0(A,B,C,D,clock,C_LED,An);
endmodule
`timescale 1ns / 1ps
module SevenSegment
#(
    parameter N = 20
)
(
    input wire [3:0] A,B,C,D,
    input wire clock,
    output wire [6:0] Ca,
    output reg [3:0] An
    );
    reg [3:0] Now;
    reg [N-1:0] Count;
    Encoder u0(Now,Ca);
    always @(posedge clock) begin
        Count <= Count+1;
        case (Count[N-1:N-2])
            2'b00 : begin An <= 4'b1110; Now <= A; end
            2'b01 : begin An <= 4'b1101; Now <= B; end
            2'b10 : begin An <= 4'b1011; Now <= C; end
            2'b11 : begin An <= 4'b0111; Now <= D; end
        endcase
    end
endmodule
`timescale 1ns / 1ps
module Single_Pulser(
    input wire P,
    input wire clock,
    output reg Z
    );
    reg tmp;
    always @(posedge clock) begin
        tmp <= P;
        if(tmp == 0 && P == 1) begin
            Z <= 1;
        end else begin
            Z <= 0;
        end
    end
endmodule

===== design/flow/run.sh =====
#!/bin/bash
# OpenROAD 26Q1-2900-gdf79404cd8, Yosys 0.63+post, stock flow scripts
make -C /OpenROAD-flow-scripts/flow DESIGN_CONFIG=/design/flow/config.mk WORK_HOME=/design/flow/orfs finish

==> impl_metrics.py <==
# Physical implementation metrics
metrics = {
    "logic_synthesis": {
        "avgSynthCellArea_um2": 10.19,
        "ys_async_sr_fraction_pct": 0,
        "ys_chip_area_um2": 12030,
        "flop_cell": "dfxtp_1",
        "syn_area_um2": 12030,
        "synthDistinctLibCells": 60,
        "synth-seq-cells": 304,
        "synth_stat.cells": 1181,
        "synth_seq_share_pct": 52.73,
        "edf_count": 26,
        "yosysWarnings": 6,
        "synthCells": 1181,
    },
    "placement": {
        "postPlaceCellArea_um2": 12780,
        "hpwl_um": 12590,
        "gp_congestion": 0.8943,
        "portBuffers": 21,
        "placedCellCount": 1700,
        "place_ws_ns": 0.6914,
    },
    "floorplan": {
        "fp_util_pct": 30.36,
        "die_area_um2": 40920,
        "die_h_um": 202.3,
        "ios": 22,
        "rows": 73,
        "coreArea_um2": 39640,
        "die.size.x_um": 202.3,
    },
    "grt": {
        "grt_max_degree": 19,
        "grt-busiest-layer": "met1",
        "grt_pass1_wl_um": 33380,
        "grt_usage_pct": 9.694,
        "grt_pass1_vias": 7279,
        "grt_overflow": 0,
        "globalRouteMet3Util_pct": 2.043,
        "gr-usage-met2_pct": 13.96,
        "grtUsageMet1_pct": 15.33,
        "grt_antenna_before_repair": 0,
    },
    "timing": {
        "finalSetupViolCount": 0,
        "slew_violations": 0,
        "worst_pin_slew_ns": 0.7209,
        "tns_ns": 0,
        "min_period_ns": 2.574,
        "max_freq_mhz": 388.5,
        "grt_setup_unrepaired": "false",
        "fin_ws_ns": 0.4259,
        "slew_headroom_pct": 51.57,
        "fin_hold_ws_ns": 0.3249,
        "clock-skew-final_ns": 0.01913,
        "finalCritPeriodShare_pct": 85.80,
        "hold_viol": 0,
    },
    "drt": {
        "antennaDiodeCount": 0,
        "first_pass_iters": 5,
        "postRouteAntennaNets": 0,
        "wl_per_cell_um": 10.73,
        "wl_um": 18900,
        "vias": 7918,
        "remaining_drc_errors": 0,
        "dr.first_iter.drc_count": 418,
        "via_per_inst": 4.496,
    },
    "setup_path": {
        "critPathKind": "flip-flop to output pin",
        "rr_worst_depth": 5,
        "cp_max_fo": 9,
        "endpoint_kind": "output pin",
        "startpoint_type": "flip-flop",
        "crit_arrival_ns": 1.97,
        "r2r_start": "u0.A[0]$_DFFE_PP_",
        "regToRegSetupSlack_ns": 0.65,
        "r2r-end": "u3.A[0]$_DFFE_PP_",
        "crit_required_ns": 2.40,
    },
    "cells_and_area": {
        "nFillCells": 3854,
        "fin_cells": 1761,
        "area_delta_synth_final_pct": 15.67,
        "drive_above_1_share_pct": 5.906,
        "fin_area_um2": 13920,
    },
    "power": {
        "vdd_drop_max_mv": 0.3469,
        "p_per_area_nw_per_um2": 596.4,
        "leakagePower_nw": 4.984,
    },
    "clock_network": {
        "cts_resized": 0,
        "postCtsSetupBuffers": 0,
        "htreeDepth": 2,
        "clk_pin_slew_ns": 0.06,
        "clk_path_buf_depth": 3,
        "clock_sinks": 304,
        "cts_tree": "yes",
        "numCtsBuffers": 34,
        "cts_hold_buf": 0,
        "insertion_delay_ns": 0.50,
        "cts_root_buf": "clkbuf_16",
    },
    "worst_hold_path": {
        "min_to": "i2.u1.Z$_DFF_P_",
        "min_path_type": "flip-flop to flip-flop",
        "worstHoldStart": "i2.u0.Z$_DFF_P_",
        "min_delay_path_depth": 0,
    },
    "outcome": {
        "outcome": "finished, final reports clean",
    },
    "flow_run": {
        "cap_violations": 0,
        "warnings": 35,
    },
}
[layer usage]
metal / vias to the layer above / wire length (um)
met3: 29 / 780
met4: 0 / 355
li1: 4197 / -
met5: - / 0
met1: 3593 / 10010
met2: 99 / 7763
[cells by family after synthesis]
group | Yosys count | synth area share (%)
AND-OR/OR-AND | 81 | 4.336
adder cells (fa/ha/maj) | 21 | 2.183
buffers and inverters | 67 | 2.266
AND/OR/NAND/NOR | 483 | 21.52
flip-flops | 304 | 52.73
XOR/XNOR | 212 | 15.43
multiplexers | 13 | 1.528
[critical path, stage by stage, from the launching register on]
cell and delay (ns):
dfxtp_1 0.37, or2_2 0.34, a21oi_1 0.12, o21ai_0 0.09, o31ai_1 0.08, clkdlybuf4s50_1 0.49
[flip-flops by register name, indices dropped and copies added, names as in the netlist, 4 cells and up]
| name | cells |
|---|---|
| i6.u2.count | 21 |
| u0.A | 4 |
| i2.u2.count | 21 |
| o0.Now | 4 |
| o0.An | 4 |
| u3.A | 4 |
| i5.u2.count | 21 |
| i3.u2.count | 21 |
| i4.u2.count | 21 |
| i7.u2.count | 21 |
| u1.A | 4 |
| i9.u2.count | 21 |
| o0.Count | 20 |
| u2.A | 4 |
| i0.u2.count | 21 |
| i8.u2.count | 21 |
| i1.u2.count | 21 |
[layout make-up]
class	count	area, um^2	area share [%]
Clock buffer	42	912.1	6.553
Clock inverter	19	229.0	1.645
Inverter	40	150.1	1.079
Multi-Input combinational cell	810	5415	38.90
Sequential cell	304	6346	45.59
Tap cell	525	656.9	4.719
Timing Repair Buffer	21	210.2	1.510
[where the power goes]
| group | internal, W | switching, W | leakage (nW) | total, W |
|---|---|---|---|---|
| Sequential | 0.00410 | 0.00000503 | 2.51 | 0.00411 |
| Clock | 0.00260 | 0.00158 | 0.564 | 0.00418 |
| Combinational | 0.0000112 | 0.00000157 | 1.91 | 0.0000128 |
| Total | 0.00671 | 0.00159 | 4.98 | 0.00830 |
[synthesized netlist by cell type, types with 10 or more instances]
library cell,number,area share [%]
a21oi_1,19,0.79
and3_1,53,2.8
and4_1,14,1.0
buf_2,11,0.46
clkbuf_1,15,0.47
dfxtp_1,278,46
edfxtp_1,26,6.5
ha_1,21,2.2
inv_1,39,1.2
nand2_1,98,3.1
nand3_1,107,4.4
nand4_1,30,1.6
nor2_1,71,2.2
nor2b_1,14,0.73
nor3_1,12,0.50
nor4_1,40,2.1
nor4b_1,10,0.73
o21ai_0,14,0.58
xnor2_1,151,11
xor2_1,61,4.4
[metrics by stage]
stage,util (%),power (W)
floorplan,-,0.004193
global placement,32.24,0.004210
detailed placement,32.24,0.004210
CTS,35.11,0.008447
global route,35.11,0.008633
finish,35.11,0.008301
[how the worst max path moves through the flow]
| stage | cells after the start | slack [ns] | to | from |
|---|---|---|---|---|
| finish | 5 | 0.43 | C_LED[6] | o0.Now[3]$_DFF_P_ |
| global route | 5 | 0.22 | C_LED[5] | o0.Now[2]$_DFF_P_ |
| CTS | 5 | 0.39 | C_LED[6] | o0.Now[3]$_DFF_P_ |
[cell usage in the layout, fill, tap and decap left out, types with 3 or more instances in the layout]
cell,n
nand2_1,98
clkbuf_16,35
a31oi_1,5
and3_1,53
nand2b_1,7
clkbuf_1,6
bufinv_16,5
and2_1,8
or2_2,3
mux4_2,3
xnor2_1,151
ha_1,21
a21oi_1,19
and4_1,14
clkdlybuf4s50_1,21
nand4_1,30
o22ai_1,6
nor4_1,40
o21ai_0,14
o21a_1,3
nor4b_1,10
nor2b_1,14
nor3_1,12
o31ai_1,3
inv_1,39
nor2_1,71
o21ai_1,8
edfxtp_1,26
dfxtp_1,278
clkinv_2,8
nand3b_1,4
a21o_1,4
xor2_1,61
nand3_1,107
mux2i_1,9
Power and IR drop assume default switching activity.
