<file path="flow/run.sh">
#!/bin/bash
# OpenROAD 26Q1-2900-gdf79404cd8, Yosys 0.63+post, stock flow scripts
make -C /OpenROAD-flow-scripts/flow DESIGN_CONFIG=/design/flow/config.mk WORK_HOME=/design/flow/orfs finish
</file>
<file path="flow/config.mk">
export PLATFORM = sky130hd
export DESIGN_NAME = system
export DESIGN_NICKNAME = system
export VERILOG_FILES = /design/flow/design.v
export SDC_FILE = /design/flow/constraint.sdc
export NUM_CORES = 4
export LEC_CHECK = 1
export CORE_UTILIZATION = 30
</file>
<file path="flow/constraint.sdc">
current_design system

set clk_period 8.8
set clk_io_pct 0.2

create_clock -name clk0 -period $clk_period [get_ports {clk}]

set non_clock_inputs [all_inputs -no_clocks]
set_input_delay [expr $clk_period * $clk_io_pct] -clock clk0 $non_clock_inputs
set_output_delay [expr $clk_period * $clk_io_pct] -clock clk0 [all_outputs]
</file>
<file path="flow/design.v">
`timescale 1ns / 1ps
module baudrate_gen(
    input clk,
    output reg baud
    );
    integer counter;
    always @(posedge clk) begin
        counter = counter + 1;
        if (counter == 325) begin counter = 0; baud = ~baud; end 
    end
endmodule
`timescale 1ns / 1ps
module clockDiv(
    output clkDiv,
    input clk
    );
    reg clkDiv;
    initial begin
        clkDiv=0;
    end
    always @(posedge clk) begin
        clkDiv=~clkDiv;
    end
endmodule
`timescale 1ns / 1ps
module hexTo7Segment(
    output [6:0] segments,
    input [7:0] hex
    );
    reg [6:0] segments;
   always @(hex)
      case (hex)
          8'h41 : segments = 7'b0100000;    
          8'h42 : segments = 7'b0000011;    
          8'h43  : segments =7'b0100111;  
          8'h44 : segments = 7'b0100001;    
          8'h45 : segments = 7'b0000110;    
          8'h46 : segments = 7'b0001110;    
          8'h47 : segments = 7'b1000010;    
          8'h48 : segments = 7'b0001011;    
          8'h49 : segments = 7'b1101110;    
          8'h4A : segments = 7'b1110010;    
          8'h4B : segments = 7'b0001010;    
          8'h4C : segments = 7'b1000111;    
          8'h4D : segments = 7'b0101010;    
          8'h4E : segments = 7'b0101011;    
          8'h4F : segments = 7'b0100011;    
          8'h40 : segments = 7'b1101000;    
          8'h50 : segments = 7'b0001100;    
          8'h51 : segments = 7'b0011000;    
          8'h52 : segments = 7'b0101111;    
          8'h53  : segments =7'b1010010;  
          8'h54 : segments = 7'b0000111;    
          8'h55 : segments = 7'b1100011;    
          8'h56 : segments = 7'b1010101;    
          8'h57 : segments = 7'b0010101;    
          8'h58 : segments = 7'b1101011;    
          8'h59 : segments = 7'b0010001;    
          8'h5A : segments = 7'b1100100;    
          8'h5C : segments = 7'b0011011;    
          8'h5F : segments = 7'b1110111;    
          8'h31 : segments = 7'b1111001;   
          8'h32 : segments = 7'b0100100;   
          8'h33  : segments = 7'b0110000;  
          8'h34 : segments = 7'b0011001;    
          8'h35 : segments =  7'b0010010;    
          8'h36 : segments = 7'b0000010;    
          8'h37 : segments = 7'b1111000;    
          8'h38 : segments =  7'b0000000;    
          8'h39 : segments = 7'b0010000;    
          8'h3A : segments = 7'b1110110;    
          8'h3B : segments = 7'b1110101;    
          8'h3C : segments = 7'b1011110;    
          8'h3D : segments = 7'b0110111;    
          8'h3E : segments = 7'b1111100;    
          8'h3F : segments = 7'b0110100;    
          8'h21 : segments = 7'b0010100;    
          8'h22 : segments = 7'b1011101;    
          8'h23  : segments =7'b1001001;  
          8'h25 : segments = 7'b1010111;    
          8'h27 : segments = 7'b1011111;    
          8'h28 : segments = 7'b1000110;    
          8'h29 : segments = 7'b1110000;    
          8'h2A : segments = 7'b0110110;    
          8'h2B : segments = 7'b0111001;    
          8'h2C : segments = 7'b1110011;    
          8'h2D : segments = 7'b0111111;    
          8'h2E : segments = 7'b1101111;    
          8'h2F : segments = 7'b0101101;   
          8'hB0 : segments = 7'b0011100;    
          default : segments = 7'b1000000;    
      endcase
endmodule
`timescale 1ns / 1ps
module quadSevenSeg(
    output [6:0] seg,
    output dp,
    output an0,
    output an1,
    output an2,
    output an3,
    input [7:0] num0,  
    input [7:0] num1,
    input [7:0] num2,
    input [7:0] num3,  
    input clk
    );
    reg [1:0] ns;  
    reg [1:0] ps;  
    reg [3:0] dispEn;  
    reg [7:0] hexIn;
    wire [6:0] segments;
    assign seg=segments;
    hexTo7Segment segDecode(segments,hexIn);
    assign dp=1;  
    assign {an3,an2,an1,an0}=~dispEn;
    always @(posedge clk)
        ps=ns;
    always @(ps) 
        ns=ps+1;
    always @(ps)
        case(ps)
            2'b00: dispEn=4'b0001;
            2'b01: dispEn=4'b0010;
            2'b10: dispEn=4'b0100;
            2'b11: dispEn=4'b1000;
        endcase
    always @(ps)
        case(ps)
            2'b00: hexIn=num0;
            2'b01: hexIn=num1;
            2'b10: hexIn=num2;
            2'b11: hexIn=num3;
        endcase
endmodule
module system(
    output [6:0] seg,
    output dp,
    output [3:0] an,
    output wire RsTx,  
    input [7:0] sw,
    input wire RsRx,  
    input clk
    );
    wire [3:0] num3, num2, num1, num0;  
    wire an0, an1, an2, an3;
    assign an = {an3, an2, an1, an0};
    wire targetClk;
    wire [18:0] tclk;
     wire  [7:0]O;
    assign tclk[0] = clk;
    genvar c;
    generate for(c = 0; c < 18; c = c + 1) begin
        clockDiv fDiv(tclk[c+1], tclk[c]);
    end endgenerate
    clockDiv fdivTarget(targetClk, tclk[18]);
    uart uart_instance(clk, RsRx, RsTx,O);
    quadSevenSeg q7seg(seg, dp, an0, an1, an2, an3,O, O,O, O, targetClk);
endmodule
`timescale 1ns / 1ps
module uart(
    input clk,
    input RsRx,
    output RsTx,
    output reg [7:0] data_2 
    );
    reg en, last_rec;
    reg [7:0] data_in;
    wire [7:0] data_out;
    wire sent, received, baud;
    baudrate_gen baudrate_gen(clk, baud);
    uart_rx receiver(baud, RsRx, received, data_out);
    uart_tx transmitter(baud, data_in, en, sent, RsTx);
    always @(posedge baud) begin
        if (en) en = 0;
        if (~last_rec & received) begin
            data_in = data_out;
            data_2 = data_out;
            if (data_in <= 8'h7A && data_in >= 8'h21) en = 1;
        end
        last_rec = received;
    end
endmodule
`timescale 1ns / 1ps
module uart_rx(
    input clk,
    input bit_in,
    output reg received,
    output reg [7:0] data_out
    );
    reg last_bit;
    reg receiving = 0;
    reg [7:0] count;
    always@(posedge clk) begin
        if (~receiving & last_bit & ~bit_in) begin
            receiving <= 1;
            received <= 0;
            count <= 0;
        end
        last_bit <= bit_in;
        count <= (receiving) ? count+1 : 0;
        case (count)
            8'd24:  data_out[0] <= bit_in;
            8'd40:  data_out[1] <= bit_in;
            8'd56:  data_out[2] <= bit_in;
            8'd72:  data_out[3] <= bit_in;
            8'd88:  data_out[4] <= bit_in;
            8'd104: data_out[5] <= bit_in;
            8'd120: data_out[6] <= bit_in;
            8'd136: data_out[7] <= bit_in;
            8'd152: begin received <= 1; receiving <= 0; end
        endcase
    end
endmodule
`timescale 1ns / 1ps
module uart_tx(
    input clk,
    input [7:0] data_transmit,
    input ena,
    output reg sent,
    output reg bit_out
    );
    reg last_ena;
    reg sending = 0;
    reg [7:0] count;
    reg [7:0] temp;
    always@(posedge clk) begin
        if (~sending & ~last_ena & ena) begin
            temp <= data_transmit;
            sending <= 1;
            sent <= 0;
            count <= 0;
        end
        last_ena <= ena;
        if (sending)    count <= count + 1;
        else            begin count <= 0; bit_out <= 1; end
        case (count)
            8'd8: bit_out <= 0;
            8'd24: bit_out <= temp[0];  
            8'd40: bit_out <= temp[1];
            8'd56: bit_out <= temp[2];
            8'd72: bit_out <= temp[3];
            8'd88: bit_out <= temp[4];
            8'd104: bit_out <= temp[5];
            8'd120: bit_out <= temp[6];
            8'd136: bit_out <= temp[7];
            8'd152: begin sent <= 1; sending <= 0; end
        endcase
    end
endmodule
</file>
==> flow_metrics.tcl <==
# collected from the flow reports
set metrics [dict create \
    status "finished, final reports clean" \
    topCellsByArea "dfxtp_1, edfxtp_1, xnor2_1" \
    synth-main-ff-cell "dfxtp_1" \
    hpwlAfterDp_microns 6460 \
    fmax_ghz 0.319 \
    final-setup-viol-count 0 \
    antenna_left 0 \
    synth_top_area_share_pct 29.5 \
    syn_area_sq_um 5160 \
    cts_buffer_depth 2 \
    layout-drive-gt1-share_pct 5.83 \
    layout_top_cells "dfxtp_1, inv_1, nand2_1" \
    timing.hold.ws_ns 0.369 \
    critPathMaxFanout 8 \
    drt-total-wl_microns 8870 \
    async_flop_share_pct 0 \
    cts.htree.levels 2 \
    rows 47 \
    untimed_endpoints 105 \
    rsz0062_at_grt "no" \
    via_per_inst 4.84 \
    dieWidth_microns 133 \
    cts_buffers 5 \
    ys_types 70 \
    cts_setup_buffers 0 \
    synthCells 551 \
    vias 3720 \
    pre_cts_slack_ns 5.76 \
    power_density_nw_per_um2 61.2 \
    timing_hold_violations_final 0 \
    ys_seq_share_pct 44.6 \
    max_slew_margin_pct 49.2 \
    period_needed_ns 3.13 \
    clk_latency_ns 0.27 \
    design_area_sq_um 5640 \
    vdd_drop_max_uv 81.4 \
    final_cells 769 \
    antenna_cells 0 \
    final_common_cell "dfxtp_1" \
    core_util_floorplan_pct 30.9 \
    dpl_cell_area_sq_um 5480 \
    synth_flops 102 \
    ys_chip_area_sq_um 5160 \
    core_sq_um 16700 \
    p_leak_nw 1.98 \
    tool_warnings 43 \
    grt_first_pass_wirelength_microns 15800 \
    largest_area_cell "dfxtp_1" \
    arrival_ns 3.12 \
    grt_usage_pct 10.7 \
    required_ns 8.79 \
    yosys_cells 551 \
    io_pins 23 \
    setup_tns_ns 0 \
    dpl.cell_count 761 \
    fin_ws_ns 5.67 \
    port_buffers 13 \
    wire_per_inst_microns 11.5 \
    edf_count 26 \
    unclocked_regs 68 \
    crit_path_end_kind "flip-flop" \
    drt_iter0_markers 293 \
    drc_errors 0 \
    die-area_sq_um 17700 \
    period_used_pct 35.6 \
    antenna_found_initial 0 \
    grt_max_degree 50 \
    startpoint_type "flip-flop" \
    cts_tree "done" \
    fin_skew_ns 0.00222 \
    cts_hold_buf 0 \
    avgSynthCellArea_sq_um 9.37 \
    cts_resized 0 \
    grt-ovfl-total 0 \
    finalMaxSlewViolations 0 \
    crit_type "reg2reg" \
    area_delta_synth_final_pct 9.26 \
    max_cap_violations 0 \
    first_pass_iters 5 \
    tightest_slew_ns 0.756 \
    fp.dieH_microns 133 \
    yosys_warnings 7 \
    clkTransAtPathRegs_ns 0.05 \
    grt_pass1_vias 3278 \
    min_path_type "reg2reg" \
    clk_root_buffer_cell "clkbuf_16" \
    gp_congestion 0.930 \
]
-- cell type report --
class	count	area, sq um
inverters	46	173
multi-input cells	376	2560
fillers	1660	11100
clock buffers	8	166
flip-flops and latches	102	2300
well taps	220	275
repair buffers	17	160
-- critical path: stages, from the launching register on --
cell and delay, ns:
dfxtp_1 0.42, ha_1 0.28, nand3_1 0.31, nor4_4 0.49
nand2_2 0.13, or3_4 0.39, a2111oi_4 0.56, and3_1 0.25
-- synth_stat cells, types with 3 or more instances --
master	number
dfxtp_1	76
inv_1	44
nand2_1	37
nor2_1	33
xnor2_1	29
a21oi_1	27
edfxtp_1	26
nand3_1	24
clkbuf_1	18
and2_1	17
o21ai_0	17
xor2_1	17
ha_1	16
nand2b_1	13
nor3_1	12
a211oi_1	10
a31oi_1	10
nand4_1	10
and3_1	9
nor4_1	9
nor2b_1	7
o211ai_1	7
nand3b_1	6
buf_4	5
a21o_1	4
mux2i_1	4
nor3b_1	4
or3_1	4
a311oi_1	3
buf_2	3
nor4_4	3
o311ai_0	3
-- final timing paths --
| path | endpoint | start | depth (start not counted) | slack, ns |
|---|---|---|---|---|
| max | uart_instance.baudrate_gen.baud$_DFFE_PN_ | uart_instance.baudrate_gen.counter[0]$_SDFF_PN0_ | 7 | 5.67 |
| min | genblk1[0].fDiv.clkDiv$_DFF_P_ | genblk1[0].fDiv.clkDiv$_DFF_P_ | 1 | 0.37 |
| max reg2reg | uart_instance.baudrate_gen.baud$_DFFE_PN_ | uart_instance.baudrate_gen.counter[0]$_SDFF_PN0_ | 7 | 5.67 |
| min reg2reg | genblk1[0].fDiv.clkDiv$_DFF_P_ | genblk1[0].fDiv.clkDiv$_DFF_P_ | 1 | 0.37 |
-- layer usage --
metal	wire length (microns)	vias up	part of all wire (%)	track usage (%)
li1	-	1926	-	-
met1	4530	1711	51	17.5
met2	3920	79	44	15.8
met3	367	4	4.1	1.24
met4	55	0	0.62	1.45
met5	0	-	0	0
-- kinds of logic after synthesis --
kind of cell               count (synthesis)  synth area share [%]
AOI/OAI and AO/OA                         99                  12.9
xor gates and xnor gates                  46                  7.80
adders and majority gates                 16                  3.88
buffers and inverters                     73                  5.74
DFF                                      102                  44.6
muxes                                      6                  1.21
other                                      1                0.0726
and+or+nand+nor                          208                  23.8
-- through the flow --
stage	power, W	utilization (%)
after floorplan	0.000159	-
after global placement	0.000160	32.8
after detailed placement	0.000160	32.8
after CTS	0.000351	33.8
after global routing	0.000359	33.8
final	0.000345	33.8
-- where the power goes --
group / internal (W) / leakage [nW] / switching [W]
Clock: 0.000128 / 0.0832 / 0.0000606
Combinational: 0.000000428 / 1.05 / 0.000000660
Sequential: 0.000155 / 0.846 / 0
Total: 0.000284 / 1.98 / 0.0000613
-- registers in the layout (all words and copies together) (netlist names) --
| register | flops |
|---|---|
| uart_instance.baudrate_gen.counter | 32 |
| genblk1.fDiv.clkDiv | 18 |
| uart_instance.data_2 | 8 |
| uart_instance.receiver.count | 8 |
| uart_instance.receiver.data_out | 8 |
| uart_instance.transmitter.count | 8 |
| uart_instance.transmitter.temp | 8 |
| q7seg.ps | 2 |
| fdivTarget.clkDiv | 1 |
| uart_instance.baudrate_gen.baud | 1 |
| uart_instance.en | 1 |
| uart_instance.last_rec | 1 |
| uart_instance.receiver.last_bit | 1 |
| uart_instance.receiver.received | 1 |
| uart_instance.receiver.receiving | 1 |
| uart_instance.transmitter.bit_out | 1 |
| uart_instance.transmitter.last_ena | 1 |
| uart_instance.transmitter.sending | 1 |
Power is estimated from default activity; no workload was simulated.
