### flow/config.mk
export PLATFORM = sky130hd
export DESIGN_NAME = Debouncer
export DESIGN_NICKNAME = Debouncer
export VERILOG_FILES = /design/flow/design.v
export SDC_FILE = /design/flow/constraint.sdc
export NUM_CORES = 4
export LEC_CHECK = 1
export CORE_AREA = 10 10 79 79
export DIE_AREA = 0 0 89 89
### flow/design.v
`timescale 1ns / 1ps
module Debouncer(
    input wire P,
    input wire clock,
    output reg Z
    );
    reg [20:0] count;
    always @(posedge clock) begin
        count <= count + 1;
        if(count == 0) begin
            Z <= P;
        end
    end
endmodule
### flow/constraint.sdc
current_design Debouncer

set clk_period 3.5
set clk_io_pct 0.2

create_clock -name clk0 -period $clk_period [get_ports {clock}]

set non_clock_inputs [all_inputs -no_clocks]
set_input_delay [expr $clk_period * $clk_io_pct] -clock clk0 $non_clock_inputs
set_output_delay [expr $clk_period * $clk_io_pct] -clock clk0 [all_outputs]
### flow/run.sh
#!/bin/bash
# OpenROAD 26Q1-2900-gdf79404cd8, Yosys 0.63+post, stock flow scripts
make -C /OpenROAD-flow-scripts/flow DESIGN_CONFIG=/design/flow/config.mk WORK_HOME=/design/flow/orfs finish
==> results_tabular.tex <==
% Yosys + OpenROAD metrics
\begin{tabular}{lr}
\hline
Metric & Value \\
\hline
\multicolumn{2}{l}{\textbf{Run status}} \\
\quad Status & completed \\
\multicolumn{2}{l}{\textbf{STA}} \\
\quad Unrepaired setup endpoints after global routing & false \\
\quad Final sum of negative setup slack & 0 ns \\
\quad Final hold viol count & 0 \\
\quad Worst relative slew slack & 0.741 \\
\quad Crit share post-route & 0.497 \\
\quad Worst setup margin & about 1.8 ns \\
\quad Clock skew & between 0.002 and 0.0025 ns \\
\quad Shortest clock period the worst path allows after layout & around 1.7 ns \\
\quad Worst Max-Slew Pin Slew & just under 0.4 ns \\
\quad Highest clock frequency the design can meet & between 500 and 600 MHz \\
\quad Count of endpoints failing setup in the final report & 0 \\
\quad Number of pins with negative max-slew slack in the final report & 0 \\
\multicolumn{2}{l}{\textbf{Logic synthesis}} \\
\quad Gate Count Post-Synth & about 85 \\
\quad Yosys Instances & 85 \\
\quad Mean cell area of the mapped netlist & approximately 11 um2 \\
\quad Ys flops & 22 \\
\quad Count of different cell masters after synthesis & 18 \\
\quad Area of the mapped netlist & roughly 900 um2 \\
\quad Total of warnings raised by yosys & 1 \\
\quad Sequential area share after synthesis & 0.504 \\
\quad Post-synthesis chip area from yosys & 893 um2 \\
\multicolumn{2}{l}{\textbf{Detailed routing}} \\
\quad Routed length per placed instance & 9.46 um \\
\quad Number of vias per cell after detailed routing & 4.05 \\
\quad Final wirelength & approximately 1400 um \\
\quad Vias & 587 \\
\quad Antenna cells & 0 \\
\quad Antenna-violating nets left & 0 \\
\quad Post-route DRC violation count & 0 \\
\quad Count of routing violations after the opening detailed-route iteration & 21 \\
\quad First-pass iteration count of the detailed router & 3 \\
\multicolumn{2}{l}{\textbf{Min path}} \\
\quad Sink of the worst hold path & count[0]\$\_DFF\_P\_ \\
\quad Worst min path class & register to register \\
\quad Worst Hold Path Cells & 1 \\
\quad Worst min-delay path startpoint & count[0]\$\_DFF\_P\_ \\
\multicolumn{2}{l}{\textbf{Power}} \\
\quad Cell internal power dissipation & $\sim$0.35 mW \\
\quad Leakage power summed over all cells & 0.385 nW \\
\quad Clock group share of total power & 0.410 \\
\quad Sequential group share of total power & 0.588 \\
\quad Power density over cell area & 414 nW/um2 \\
\quad Worst ir drop on vdd & $\sim$0.34 mV \\
\quad Combinational share of power & 0.003 \\
\quad Net switching fraction of the power & 0.177 \\
\quad Switching power & between 0.07 and 0.08 mW \\
\quad Total power & between 0.4 and 0.5 mW \\
\multicolumn{2}{l}{\textbf{Clock tree}} \\
\quad Max Buffers Root-to-Sink & 2 \\
\quad Buffers inserted by post-CTS timing repair & 0 \\
\quad Clock transition at the registers of the reported paths & around 0.070 ns \\
\quad Sinks on the clock net & 22 \\
\quad Clock tree from TritonCTS & done \\
\quad TritonCTS Buffers & 3 \\
\quad Clock tree root driver cell & clkbuf\_8 \\
\quad Later-pin clock latency in the skew report & 0.26 ns \\
\quad H-tree depth & 1 \\
\quad Post-cts hold buffer count & 0 \\
\quad PostCTS Resize Cnt & 0 \\
\multicolumn{2}{l}{\textbf{Setup path}} \\
\quad Crit path DRT & approximately 2.8 ns \\
\quad Kind of start point of the critical path & register \\
\quad Master of the slowest instance on the critical path & clkdlybuf4s50\_1 \\
\quad Data arrival at the endpoint of the critical path & 1.04 ns \\
\quad Cell Chain, Critical Path & clkdlybuf4s50\_1 \\
\quad Reg2reg end & count[20]\$\_DFF\_P\_ \\
\quad Delay of the slowest cell on the worst path & around 0.46 ns \\
\quad Count of buffer and inverter cells on the critical path & 1 \\
\quad Worst flop-to-flop path startpoint & count[0]\$\_DFF\_P\_ \\
\quad Endpoint type of the worst setup path & output port \\
\quad CP Max Fanout & 1 \\
\quad Critical path class & register to output port \\
\quad Worst R2R Setup Slack & between 2 and 2.5 ns \\
\quad Family of cells with the greatest summed delay on the critical path & buffers and inverters \\
\quad Number of cells on the worst reg-to-reg path & 5 \\
\multicolumn{2}{l}{\textbf{GRT}} \\
\quad Overall Global Routing Usage & 0.0364 \\
\quad Overflow left after global routing & 0 \\
\quad Number of global-route vias before repair & about 530 \\
\quad First-pass GRT wire length & 2360 um \\
\quad Maximum number of pins on one net before global-route repair & 13 \\
\quad Antenna violations before repair & 0 \\
\multicolumn{2}{l}{\textbf{Floorplanning}} \\
\quad Die outline height & around 90 um \\
\quad Core utilization before placement & 0.192 \\
\quad IO Pins & 3 \\
\quad Std-Cell Core Area & between 4000 and 5000 um2 \\
\quad Horizontal die dimension & between 80 and 90 um \\
\quad Chip Area & roughly 7900 um2 \\
\quad Placement Rows & 25 \\
\multicolumn{2}{l}{\textbf{Flow run}} \\
\quad Tally of OpenROAD warnings & 26 \\
\quad Number of maximum-capacitance violations & 0 \\
\multicolumn{2}{l}{\textbf{Layout}} \\
\quad Post-layout instance count excluding filler cells & $\sim$150 \\
\quad Layout cells sized above 1 & 0.0989 \\
\quad Area of all placed cells without fillers & $\sim$1000 um2 \\
\quad Area growth from synthesis to final layout & 16.0\% \\
\multicolumn{2}{l}{\textbf{Place}} \\
\quad Number of port buffers & 2 \\
\quad Area after detailed placement & roughly 980 um2 \\
\quad Final weighted congestion of routability-driven global placement & about 0.75 \\
\quad Detailed placement HPWL & between 900 and 1000 um \\
\quad Worst slack after detailed placement & between 2 and 2.5 ns \\
\quad \# placed instances & 141 \\
\hline
\end{tabular}
metal layers:
metal | GRT usage | share of wire
met4 | 0.00145 | 0
met1 | 0.0561 | 0.58
met3 | 0.0147 | 0.046
met2 | 0.0485 | 0.38
met5 | 0 | 0
cells in the mapped netlist, drive strengths merged:
master,number,share of area
xor2,8,0.078
nor2,6,0.025
and3,5,0.035
nand4,6,0.049
nor4b,1,0.0098
inv,2,0.0084
ha,2,0.028
nand2,7,0.029
dfxtp,21,0.47
edfxtp,1,0.034
nor3,1,0.011
and4,1,0.011
nor4,5,0.052
xnor2,11,0.11
nand3,8,0.050
through the flow:
| step | utilization | hold slack, ns |
|---|---|---|
| 4_1_cts | 0.222 | 0.453 |
| 3_3_place_gp | 0.210 | 0.416 |
| 2_1_floorplan | - | 0.406 |
| 5_1_grt | 0.222 | 0.475 |
| 3_5_place_dp | 0.210 | 0.436 |
| 6_report | 0.222 | 0.456 |
power groups by stage:
stage,registers (mW),clock network (mW),logic (mW)
after CTS,0.252,0.180,0.00113
after global routing,0.252,0.190,0.00118
final,0.252,0.176,0.00111
flip-flops by register name (all words and copies together) (netlist names):
signal	flops
count	21
Z	1
worst max path at each step:
stage               start  slack, ns  cells past startpoint  to
global route  Z$_DFFE_PN_       1.72                      1   Z
CTS           Z$_DFFE_PN_       1.75                      1   Z
finish        Z$_DFFE_PN_       1.76                      1   Z
final cells by class:
cell class              instances  area, um2
fillers                       479       3620
flip-flops and latches         22        450
multi-input cells              61        435
well taps                      54       67.6
clock buffers                   4       55.1
repair buffers                  2       20.0
inverters                       2       7.51
logic make-up after synthesis:
family                     Yosys count  share of synthesized area
and+or+nand+nor                     40                      0.273
DFF                                 22                      0.504
xor gates and xnor gates            19                      0.186
buffers and inverters                2                    0.00841
adders and majority gates            2                     0.0280
placed cells by master (no fill, tap or decap), drive strengths merged, types with 2 or more instances in the layout:
master,synthesis,routed
and3,5,5
clkbuf,0,4
clkdlybuf4s50,0,2
dfxtp,21,21
ha,2,2
inv,2,2
nand2,7,7
nand3,8,8
nand4,6,6
nor2,6,6
nor4,5,5
xnor2,11,11
xor2,8,8
Power and IR drop assume default switching activity.
